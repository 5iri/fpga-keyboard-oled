File: flow/design.v
module top (
    input wire clk,
    input wire rx,
    output reg [9:0] leds
);
    wire [7:0] received_data;
    wire data_valid;
    reg uart_active = 0;
    uart_rx uart (
        .clk(clk),
        .rst(0),
        .rx(rx),
        .data(received_data),
        .data_valid(data_valid)
    );
    always @(posedge clk) begin
        if (data_valid) begin
            uart_active <= 1;
            if (received_data >= "0" && received_data <= "9")
                leds <= 1 << (received_data - "0");   
            else
                leds <= 10'b1111111111;
        end
    end
endmodule
module uart_rx #(
    parameter CLK_FREQ  = 100_000_000,   
    parameter BAUD_RATE = 115200
) (
    input  wire       clk,         
    input  wire       rst,         
    input  wire       rx,          
    output reg  [7:0] data,        
    output reg        data_valid   
);
    localparam IDLE = 2'd0;
    localparam DATA = 2'd1;
    localparam STOP = 2'd2;
    localparam COMPLETE = 2'd3;
    localparam BAUD_TICK = CLK_FREQ / BAUD_RATE;
    reg [15:0] counter;
    reg [ 1:0] state;
    reg [ 3:0] bits;
    reg [ 7:0] shift_reg;
    initial begin
        counter = 0;
        state = IDLE;
        bits = 0;
        shift_reg = 0;
        data = 0;
        data_valid = 0;
    end
    always @(posedge clk or posedge rst) begin
        if (rst) begin
            counter <= 0;
            state <= IDLE;
            bits <= 0;
            shift_reg <= 0;
            data <= 0;
            data_valid <= 0;
        end else begin
            if (data_valid) data_valid <= 0;
            case (state)
                IDLE: begin
                    if (rx == 0) begin   
                        counter <= 0;
                        bits <= 0;
                        state <= DATA;
                    end
                end
                DATA: begin
                    if (counter < BAUD_TICK - 1) begin
                        counter <= counter + 1;
                    end else begin
                        counter <= 0;
                        if (counter == BAUD_TICK / 2) begin
                            shift_reg <= {rx, shift_reg[7:1]};
                            bits <= bits + 1;
                            if (bits == 7) begin
                                state <= STOP;
                            end
                        end
                    end
                end
                STOP: begin
                    if (counter < BAUD_TICK - 1) begin
                        counter <= counter + 1;
                    end else begin
                        if (rx == 1) begin
                            data  <= shift_reg;   
                            state <= COMPLETE;
                        end else begin
                            state <= IDLE;
                        end
                        counter <= 0;
                    end
                end
                COMPLETE: begin
                    data_valid <= 1;   
                    state <= IDLE;   
                end
            endcase
        end
    end
endmodule
File: flow/run.sh
#!/bin/bash
# OpenROAD 26Q1-2900-gdf79404cd8, Yosys 0.63+post, stock flow scripts
make -C /OpenROAD-flow-scripts/flow DESIGN_CONFIG=/design/flow/config.mk WORK_HOME=/design/flow/orfs finish
File: flow/config.mk
export PLATFORM = sky130hd
export DESIGN_NAME = top
export DESIGN_NICKNAME = top
export VERILOG_FILES = /design/flow/design.v
export SDC_FILE = /design/flow/constraint.sdc
export NUM_CORES = 4
export LEC_CHECK = 1
export CORE_UTILIZATION = 40
File: flow/constraint.sdc
current_design top

set clk_period 2.7
set clk_io_pct 0.2

create_clock -name clk0 -period $clk_period [get_ports {clk}]

set non_clock_inputs [all_inputs -no_clocks]
set_input_delay [expr $clk_period * $clk_io_pct] -clock clk0 $non_clock_inputs
set_output_delay [expr $clk_period * $clk_io_pct] -clock clk0 [all_outputs]
==> impl_metrics.env <==
# implementation run metrics
export IMPL_worst_slew_pin_slew_ps=610
export IMPL_flop_cell="edfxtp_1"
export IMPL_initialDrtViolationCount=38
export IMPL_ys_sh_simple=0.133
export IMPL_area_growth_pct=15.3
export IMPL_die_size_y_um=75.2
export IMPL_cts_tree="done"
export IMPL_largest_register_ffs=16
export IMPL_die_x_um=75.2
export IMPL_top_cells_by_count="edfxtp_1 (48), nor2_1 (15), o21ai_0 (11)"
export IMPL_clk_pin_slew_ps=90
export IMPL_grt_max_degree=18
export IMPL_dr_pass1_iters=4
export IMPL_antenna_cells=0
export IMPL_rsz0062_at_grt="no"
export IMPL_r2r_start="uart.counter[6]"
export IMPL_async_reset_ff_frac=0
export IMPL_fin_skew_ps=3.25
export IMPL_dieArea_sq_um=5660
export IMPL_post_cts_buffers=0
export IMPL_r2r_end="uart.bits[3]"
export IMPL_synthCells=158
export IMPL_vias_per_cell=4.69
export IMPL_grt_first_pass_wirelength_um=4520
export IMPL_ys_sh_aoi=0.0648
export IMPL_drv_slew=0
export IMPL_postRouteAntennaNets=0
export IMPL_routed_wl_um=2800
export IMPL_grt_pass1_vias=1016
export IMPL_r2r_cells=3
export IMPL_ys_seq_share=0.681
export IMPL_slew_headroom=0.592
export IMPL_fin_crit_ps=2250
export IMPL_path_class="reg2reg"
export IMPL_fin_tns_setup_ps=0
export IMPL_arrival_ps=2190
export IMPL_ys_cells=158
export IMPL_clk_latency_ps=300
export IMPL_drive_above_1_share=0.0585
export IMPL_setup_viol=0
export IMPL_top_logic_kind="simple AND/OR/NAND/NOR gates"
export IMPL_r2r_slack_ps=450
export IMPL_initCoreUtil=0.417
export IMPL_fin_crit_sh=0.833
export IMPL_adder_share=0.0467
export IMPL_yosys_warnings=3
export IMPL_synth_area_per_cell_sq_um=13.6
export IMPL_cts_hold_buffers=0
export IMPL_synth_edff_count=48
export IMPL_syn_area_sq_um=2140
export IMPL_cts_buffers=5
export IMPL_largest_area_cell="edfxtp_1"
export IMPL_max_stage_delay_ps=550
export IMPL_wire_per_inst_um=10.8
export IMPL_synth_area_mux_share=0.00467
export IMPL_path_cells="or4_1 -> o41a_1 -> a211oi_1"
export IMPL_cpMaxStageDelayCell="or4_1"
export IMPL_largestRegisters="uart.counter x16, leds x10"
export IMPL_yosysUniqueCellTypes=35
export IMPL_core_area_sq_um=5140
export IMPL_cap_violations=0
export IMPL_cp_start_kind="flop"
export IMPL_fin_cells=258
export IMPL_critPathMaxFanout=6
export IMPL_p_leak_nw=0.897
export IMPL_maxClockFrequency_mhz=445
export IMPL_drcViolationCount=0
export IMPL_cellPowerDensity_nw_per_um2=519
export IMPL_crit_path_end="uart.bits[3]"
export IMPL_ys_area_sq_um=2140
export IMPL_status="finished, final reports clean"
export IMPL_cts_sinks=49
export IMPL_hold_violations=0
export IMPL_end_kind="flop"
export IMPL_synthTopCellsByArea="edfxtp_1 (67%), ha_1 (4.7%), xor2_1 (2.9%), nor2_1 (2.6%), o21ai_0 (2.6%)"
export IMPL_ys_sh_xor=0.0449
export IMPL_cts_resized=0
export IMPL_crit_start="uart.counter[6]"
export IMPL_gr_usage_all_layers=0.113
export IMPL_hp_class="reg2reg"
export IMPL_place_hpwl_um=1990
export IMPL_largest_register="uart.counter"
export IMPL_yosys_register_bits=49
export IMPL_dr_total_vias=1210
export IMPL_gp_congestion=0.855
export IMPL_rows=26
export IMPL_port_buffer_count=11
export IMPL_clockRootBuffer="clkbuf_8"
export IMPL_htreeDepth=2
export IMPL_tool_warnings=29
export IMPL_peakVddDrop_mv=0.391
export IMPL_dp_cells=250
export IMPL_crit_required_ps=2640
export IMPL_gr_total_overflow=0
export IMPL_ios=12
export IMPL_cts_path_max_buffers=2
export IMPL_antenna_found_initial=0
export IMPL_yosysTopAreaCellShare=0.672
export IMPL_top_cell="edfxtp_1"
-- worst max-delay path, delay by kind of cell (launching register included) --
family,cells,cell delay (ps)
simple gates,1,550
compound gates,2,870
flops,1,480
-- per-layer routing --
metal,track usage,wire (um),vias up
li1,-,-,629
met1,0.214,1480,555
met2,0.139,1110,21
met3,0.0380,149,5
met4,0.0185,61,0
met5,0,0,-
-- through the flow --
step	instance area, sq um	utilization	hold slack [ps]	worst slack [ps]	total power, mW
after floorplan	2190	-	400	607	0.865
after CTS	2470	0.481	428	473	1.30
after detailed placement	2380	0.463	405	480	0.870
after global routing	2470	0.481	439	370	1.33
final	2470	0.481	423	451	1.28
after global placement	2380	0.463	406	512	0.869
-- placed cells by master, fill, tap and decap left out, types with 2 or more instances in the layout --
master           instances
conb_1                  14
inv_1                    8
clkdlybuf4s50_1         11
nor2_1                  15
nand4_1                  3
xnor2_1                  4
a211oi_1                 2
inv_6                    2
ha_1                     8
o41ai_1                  2
edfxtp_1                48
nor2b_1                  4
nand3_1                  9
and2_1                   3
clkbuf_8                 5
or4_1                    2
xor2_1                   7
a31oi_1                  2
o21ai_0                 11
nand2_1                 10
-- cell type report --
| class | count | area, sq um |
|---|---|---|
| Sequential cell | 49 | 1460 |
| Clock inverter | 3 | 25.0 |
| Multi-Input combinational cell | 111 | 683 |
| Timing Repair Buffer | 12 | 118 |
| Clock buffer | 5 | 68.8 |
| Fill cell | 466 | 2670 |
| Tap cell | 70 | 87.6 |
| Inverter | 8 | 30.0 |
-- worst min-delay path by stage --
stage	start	end	slack, ps	cells after the start
after CTS	uart.shift_reg[0]	uart.data[0]	430	0
after global routing	uart.shift_reg[0]	uart.data[0]	440	0
final	uart.shift_reg[0]	uart.data[0]	420	0
-- where the power goes --
group          switching [mW]  leakage, nW  total, mW  internal (mW)
logic                 0.00512        0.325    0.00714        0.00202
registers             0.00438        0.527      0.845          0.840
clock network           0.242       0.0452      0.431          0.189
-- cell families (layout without fill, tap and decap cells) --
family,after synthesis,in the layout
AOI/OAI and AO/OA,21,21
other,1,14
buffers and inverters,11,28
DFF,49,49
xor gates and xnor gates,11,11
and+or+nand+nor,56,56
adders and majority gates,8,8
muxes,1,1
No activity file was given, so power comes from the tool's default toggle rates.
